## flow/config.mk

```make
export PLATFORM = sky130hd
export DESIGN_NAME = uart_top
export DESIGN_NICKNAME = uart_top
export VERILOG_FILES = /design/flow/design.v
export SDC_FILE = /design/flow/constraint.sdc
export NUM_CORES = 4
export LEC_CHECK = 1
export CORE_UTILIZATION = 30
```

## flow/run.sh

```bash
#!/bin/bash
# OpenROAD 26Q1-2900-gdf79404cd8, Yosys 0.63+post, stock flow scripts
make -C /OpenROAD-flow-scripts/flow DESIGN_CONFIG=/design/flow/config.mk WORK_HOME=/design/flow/orfs finish
```

## flow/constraint.sdc

```tcl
current_design uart_top

set clk_period 5.4
set clk_io_pct 0.2

create_clock -name clk0 -period $clk_period [get_ports {clk}]

set non_clock_inputs [all_inputs -no_clocks]
set_input_delay [expr $clk_period * $clk_io_pct] -clock clk0 $non_clock_inputs
set_output_delay [expr $clk_period * $clk_io_pct] -clock clk0 [all_outputs]
```

## flow/design.v

```verilog
`timescale 1ns / 1ps
`default_nettype none
module uart_rx(
    input wire clk,           
    input wire rst,           
    input wire rx_data,       
    output reg rx_done,       
    output reg rx_active,     
    output reg [7:0] rx_line  
);
    localparam IDLE = 2'b00;
    localparam START_BIT = 2'b01;
    localparam DATA_BITS = 2'b10;
    localparam STOP_BIT = 2'b11;
    localparam CLKS_PER_BIT = 13021;
    localparam OVERSAMPLE_CLK_PER_BIT = 16 * CLKS_PER_BIT;
    localparam CLKS_PER_BIT_HALF = CLKS_PER_BIT / 2;
    reg [1:0] state;
    reg [2:0] bit_counter;    
    reg [13:0] clk_counter;   
    reg [7:0] data_reg;       
    always @(posedge clk) begin
        if (!rst) begin
            state <= IDLE;
            bit_counter <= 0;
            clk_counter <= 0;
            data_reg <= 0;
            rx_done <= 0;
            rx_active <= 0;
            rx_line <= 8'b1;
        end
        else begin
            case (state)
                IDLE: begin
                    rx_done <= 0;
                    bit_counter <= 0;
                    clk_counter <= 0;
                    if (rx_data == 1'b0) begin
                        state <= START_BIT;
                        rx_active <= 1'b1;
                    end
                end
                START_BIT: begin
                    if (clk_counter < CLKS_PER_BIT_HALF - 1) begin
                        clk_counter <= clk_counter + 1;
                    end
                    else begin
                        if (rx_data == 1'b0) begin
                            clk_counter <= 0;
                            state <= DATA_BITS;
                        end
                        else begin
                            state <= IDLE;
                            rx_active <= 0;
                        end
                    end
                end
                DATA_BITS: begin
                    if (clk_counter < CLKS_PER_BIT - 1) begin
                        clk_counter <= clk_counter + 1;
                    end
                    else begin
                        clk_counter <= 0;
                        data_reg <= {rx_data, data_reg[7:1]};
                        if (bit_counter < 7) begin
                            bit_counter <= bit_counter + 1;
                        end
                        else begin
                            state = STOP_BIT;
                        end
                    end
                end
                STOP_BIT: begin
                    if (clk_counter < CLKS_PER_BIT - 1) begin
                        clk_counter <= clk_counter + 1;
                    end
                    else begin
                        if (rx_data == 1'b1) begin
                            rx_done <= 1'b1;
                            rx_line <= data_reg;
                        end
                        state <= IDLE;
                        rx_active <= 1'b0;
                    end
                end
                default: begin
                    state <= IDLE;
                end
            endcase
        end
    end
endmodule
module uart_top(
    input  wire       clk,           
    input  wire       rst,           
    input  wire       uart_rx_in,    
    output wire       uart_tx_out,   
    input  wire       tx_start,      
    input  wire [7:0] tx_data,       
    output wire [7:0] rx_data,       
    output wire       rx_done,       
    output wire       tx_done        
);
    wire tx_active;
    uart_tx tx_inst (
        .clk(clk),
        .rst(rst),
        .tx_start(tx_start),
        .tx_data(tx_data),
        .tx_done(tx_done),
        .tx_active(tx_active),
        .tx_line(uart_tx_out)
    );
    uart_rx rx_inst (
        .clk(clk),
        .rst(rst),
        .rx_data(uart_rx_in),
        .rx_done(rx_done),
        .rx_active(),  
        .rx_line(rx_data)
    );
endmodule
`timescale 1ns / 1ps
`default_nettype none
module uart_tx(
    input wire clk,           
    input wire rst,           
    input wire tx_start,      
    input wire [7:0] tx_data,  
    output reg tx_done,       
    output reg tx_active,     
    output reg tx_line        
);
    localparam IDLE = 2'b00;
    localparam START_BIT = 2'b01;
    localparam DATA_BITS = 2'b10;
    localparam STOP_BIT = 2'b11;
    localparam CLKS_PER_BIT = 13021;
    reg [1:0] state;
    reg [2:0] bit_counter;    
    reg [13:0] clk_counter;   
    reg [7:0] data_reg;       
    always @(posedge clk) begin
        if (!rst) begin
            state <= IDLE;
            tx_line <= 1'b1;      
            tx_active <= 1'b0;
            tx_done <= 1'b0;
            bit_counter <= 0;
            clk_counter <= 0;
            data_reg <= 0;
        end
        else begin
            case (state)
                IDLE: begin
                    tx_line <= 1'b1;         
                    tx_done <= 1'b0;         
                    bit_counter <= 0;
                    clk_counter <= 0;
                    if (tx_start) begin
                        state <= START_BIT;
                        tx_active <= 1'b1;
                        data_reg <= tx_data;  
                    end
                    else begin
                        tx_active <= 1'b0;
                    end
                end
                START_BIT: begin
                    tx_line <= 1'b0;         
                    if (clk_counter < CLKS_PER_BIT - 1) begin
                        clk_counter <= clk_counter + 1;
                    end
                    else begin
                        clk_counter <= 0;
                        state <= DATA_BITS;
                    end
                end
                DATA_BITS: begin
                    tx_line <= data_reg[bit_counter];   
                    if (clk_counter < CLKS_PER_BIT - 1) begin
                        clk_counter <= clk_counter + 1;
                    end
                    else begin
                        clk_counter <= 0;
                        if (bit_counter < 7) begin
                            bit_counter <= bit_counter + 1;
                        end
                        else begin
                            state <= STOP_BIT;
                        end
                    end
                end
                STOP_BIT: begin
                    tx_line <= 1'b1;     
                    if (clk_counter < CLKS_PER_BIT - 1) begin
                        clk_counter <= clk_counter + 1;
                    end
                    else begin
                        tx_done <= 1'b1;
                        tx_active <= 1'b0;
                        state <= IDLE;
                    end
                end
                default: begin
                    state <= IDLE;
                end
            endcase
        end
    end
endmodule
```

==> changes_impl.md <==
## Flow update

* Wirelength per Cell at 12.2 µm
* P per Cell Area at 266 mW/mm²
* And+or+nand+nor area frac at 24.9%
* XORs/XNORs by Area at 3.81%
* Register clock-pin slew on the reported worst setup and hold paths at 90 ps
* Remaining DRCs at 0
* Status: finished clean
* Worst-Skew Late Latency at 350 ps
* Initial antenna violation count at 0
* RSZ-0062 raised after global routing: no
* Crit path max fanout at 21
* Max VDD drop at 132 µV
* Startpoint class of the critical path: input pin
* Tool Warnings at 26
* R2r startpoint: rx_inst.clk_counter[12]
* CP endpoint kind: register
* Worst Hold Launch: rx_inst.rx_line[6]
* TritonCTS clock tree: yes
* Ant diodes at 0
* Avg Cell Area, Syn at 8.08 µm²
* DRT iter0 DRCs at 160
* Die Span Y at 106 µm
* Period utilisation layout at 50.7%
* Met2 usage at 20.2%
* Post-synth EDFFs at 0
* Synthesized instance count at 398
* Routed Antenna Nets at 0
* Seq/Total Area, Yosys at 43.0%
* CP Data Required Time at 5640 ps
* Worst hold path stage count at 2
* Post-cts gate resize count at 0
* CTS sink cnt at 69
* DIE WIDTH at 106 µm
* Final count of pins violating max slew at 0
* Setup violations, final at 0
* Row count at 37
* Yosys stat area at 0.00321 mm²
* Io pins at 23
* P&R area growth vs syn at 15.9%
* CTS Root Cell: clkbuf_8
* Post-CTS setup buffer count at 0
* Unique cell types at 48
* Worst reg2reg path depth at 6
* First-pass GRT wire length at 11700 µm
* Chip Area at 0.0111 mm²
* Hold Path End: rx_inst.rx_line[6]
* Final hold violations at 0
* DR vias/cell at 5.17
* Asr flop ratio synth at 0%
* WP data arrival at 2980 ps
* Largest net degree at the start of global routing at 38
* R2R Setup Slk at 2920 ps
* GPL Wtd Cong at 0.857
* Setup CP Type: input pin to register
* DPL Wire Length at 4380 µm
* GRT Residual Overflow at 0
* Worst Clk Skew at 12.4 ps
* Met3 Use GR at 2.97%
* Yosys aoi share at 19.2%
* Leak at 1.25 nW
* Max-slew headroom at 47.8%
* CTS Buf Count at 9
* Core box area at 0.0104 mm²
* Total Wirelength at 6720 µm
* Vias in the first global route at 2548
* Met1 Usage GRT at 19.2%
* Post-synth regs at 69
* Hold crit path type: register to register
* Slowest stage delay, CP at 960 ps
* Largest regs: rx_inst.clk_counter x14, tx_inst.clk_counter x14
* Via count at 2861
* GRT Max-Usage Layer: met2
* FMAX at 365 MHz
* Max-cap violations at 0
* Multiplexer share at 2.72%
* Minimum clock period at 2740 ps
* Adder Share, Synth at 1.95%
* Number of fill cells at 1077
* IO buf count at 22
* Worst-margin pin slew at 781 ps
* FP Core Util at 31.0%
* Setup TNS at 0 ps
* Cell breakdown of the critical path: clkdlybuf4s50_1, nand2_1, o41ai_1
* Synth warn at 2
* Fraction of layout cells with a size suffix above 1 at 6.71%
* Commonest flop: dfxtp_1
* RR Endpoint: rx_inst.clk_counter[10]
* Post-synthesis cell area at 0.00321 mm²
* Final Util at 35.9%
* CP max stage cell: clkdlybuf4s50_1
* # Cells Yosys at 398
* Logic family by area: simple AND/OR/NAND/NOR gates
* Max Root-Sink Buffers at 2
* Hold Buf Count CTS at 0
* CTS HTree Levels at 3
* Total GRT Usage at 12.8%
* DR pass1 iterations at 4
==> report_power, final <==
part,switching [mW],internal (mW)
Sequential,0.00830,0.516
Combinational,0.0338,0.0238
Clock,0.228,0.182
==> through the flow <==
stage	setup WS [ps]	cells	total power [mW]	cell area, µm²	hold slack (ps)
6_report	2660	553	0.991	3730	458
5_1_grt	2520	553	1.04	3730	475
4_1_cts	2650	553	1.01	3730	459
3_5_place_dp	2270	537	0.593	3530	447
3_3_place_gp	2370	537	0.593	3530	442
2_1_floorplan	3320	398	0.573	3210	417
==> routing by layer <==
metal,share of wire [%],up-vias
met5,0,-
met4,0.62,0
met3,5.3,2
met2,46,70
met1,48,1345
li1,-,1444
==> synthesized netlist by cell type (all sizes together) (5+ instances only) <==
library cell | count | share of area [%]
a21oi | 45 | 7.0
a31oi | 6 | 1.6
and3 | 8 | 1.6
clkbuf | 17 | 2.0
dfxtp | 69 | 43
ha | 5 | 1.9
inv | 14 | 1.6
nand2 | 64 | 7.6
nand3 | 40 | 6.2
nand4 | 5 | 0.97
nor2 | 28 | 3.3
nor3 | 5 | 0.78
o211ai | 9 | 2.1
o21ai | 13 | 2.0
o22ai | 5 | 0.97
or2 | 5 | 0.97
xor2 | 10 | 2.7
==> final cells by class <==
class,instances,area (µm²),area share (%)
Inverter,14,52.6,1.41
Clock inverter,7,72.6,1.95
Tap cell,136,170,4.57
Multi-Input combinational cell,294,1690,45.4
Timing Repair Buffer,24,235,6.31
Sequential cell,69,1380,37.1
Clock buffer,9,124,3.32
==> layout by cell type (no fill, tap or decap), types with 4 or more instances in the layout <==
cell type | netlist | final
o211ai_1 | 9 | 9
dfxtp_1 | 69 | 69
nand2_1 | 63 | 63
o21ai_0 | 8 | 8
inv_1 | 14 | 14
nor2_1 | 28 | 28
o21ai_1 | 5 | 5
xnor2_1 | 4 | 4
nand3_1 | 40 | 40
o22ai_1 | 5 | 5
nor3_1 | 5 | 5
clkdlybuf4s50_1 | 0 | 22
and3_1 | 8 | 8
nand4_1 | 5 | 5
or2_2 | 4 | 4
a31oi_1 | 5 | 5
a21oi_1 | 45 | 45
ha_1 | 5 | 5
o31ai_1 | 4 | 4
xor2_1 | 10 | 10
clkbuf_8 | 0 | 9
==> critical path: cells and delay by family <==
family | cells | cell delay [ps]
buf+inv | 1 | 960
simple gates | 1 | 510
compound gates | 1 | 420
==> worst max-delay path by stage <==
stage,start,endpoint,slack (ps)
finish,rst,rx_inst.clk_counter[7],2660
global route,rst,rx_inst.clk_counter[7],2520
CTS,rst,rx_inst.clk_counter[7],2650
==> kinds of logic after synthesis <==
logic type / Yosys count
AOI/OAI and AO/OA: 98
xor gates and xnor gates: 14
adders and majority gates: 5
buffers and inverters: 35
DFF: 69
muxes: 6
and+or+nand+nor: 171
No activity file was given, so power comes from the tool's default toggle rates.
